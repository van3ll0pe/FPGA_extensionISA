==> design.v <==
module crc_32 (
    input  logic        clk,
    input  logic        rst_n,     
    input  logic [31:0] data_in,   
    input  logic        start,     
    output logic [31:0] crc_out,   
    output logic        done       
);
    localparam logic [31:0] POLYNOMIAL = 32'h04C11DB7;
    logic [31:0] crc_state;
    function [31:0] compute_crc32;
      input [31:0] data;
      logic [31:0] temp_v;
      logic [31:0] data_reversed;
      begin
          for (int j = 0; j < 32; j++) data_reversed[j] = data[31-j];
          temp_v = data_reversed ^ 32'hFFFFFFFF;
          for (int i = 0; i < 32; i++) begin
              if (temp_v[31])
                  temp_v = (temp_v << 1) ^ 32'h04C11DB7;
              else
                  temp_v = (temp_v << 1);
          end
          for (int k = 0; k < 32; k++) compute_crc32[k] = temp_v[31-k];
      end
  endfunction
    always_ff @(posedge clk or negedge rst_n) begin
        if (!rst_n) begin
            crc_state <= 32'h0;
            done      <= 1'b0;
        end else if (start) begin
            crc_state <= compute_crc32(data_in);
            done      <= 1'b1;
        end else begin
            done      <= 1'b0;
        end
    end
    assign crc_out = ~crc_state;
endmodule
==> run.sh <==
#!/bin/bash
# OpenROAD 26Q1-2900-gdf79404cd8, Yosys 0.63+post, stock flow scripts
make -C /OpenROAD-flow-scripts/flow DESIGN_CONFIG=/design/flow/config.mk WORK_HOME=/design/flow/orfs finish
==> config.mk <==
export PLATFORM = sky130hd
export DESIGN_NAME = crc_32
export DESIGN_NICKNAME = crc_32
export VERILOG_FILES = /design/flow/design.v
export SDC_FILE = /design/flow/constraint.sdc
export NUM_CORES = 4
export LEC_CHECK = 1
export CORE_UTILIZATION = 30
==> constraint.sdc <==
current_design crc_32

set clk_period 1.2
set clk_io_pct 0.2

create_clock -name clk0 -period $clk_period [get_ports {clk}]

set non_clock_inputs [all_inputs -no_clocks]
set_input_delay [expr $clk_period * $clk_io_pct] -clock clk0 $non_clock_inputs
set_output_delay [expr $clk_period * $clk_io_pct] -clock clk0 [all_outputs]
==> Slide: Implementation Results <==
Run Summary

Synth
  – Number of cells in Yosys stat: 385
  – Unique cell type count in the Yosys netlist: 25
  – Area leader, netlist: xnor2_1
  – Main flop type: dfrtp_1
  – Cell area leaders: xnor2_1 (30%), dfrtp_1 (20%), xor2_1 (11%), xnor3_1 (8.6%), xnor3_4 (4.4%)
  – Sequential share of the synthesized area: 19.80%
  – Mapped Area: 4172 um2
  – Synth async-reset ratio: 100.0%
  – Synthesized area per cell: 10.84 um2
  – EDFF count, synth: 0
  – Top cell type's share of synthesized area: 29.60%
  – Ys flops: 33
  – Synthesis area per yosys: 4172 um2
  – Ys Warns: 1
  – Gate Count Post-Synth: 385

CTS
  – Num CTS Buffers: 5
  – CTS tree: built
  – Clock slew at reported path FFs: 50 ps
  – Root buffer cell: clkbuf_16
  – H-tree depth: 2
  – Clock sink count: 33
  – Clock latency (worst-skew pair): 270 ps
  – Clk buf depth: 2
  – CTS Hold Buffers Added: 0

Place
  – HPWL Detailed: 8825 um
  – Port buffer count: 67
  – Gpl congestion: 0.8908
  – Post-DP Area: 6360 um2

GRT
  – GRT overflow: 0
  – Number of global-route vias before repair: 3,602
  – Largest net degree at the start of global routing: 41
  – First-pass GRT wire length: 19,510 um
  – Initial antenna violation count: 0
  – Total global routing track utilization: 18.41%

Route
  – Final wirelength: 13,960 um
  – Detail Route Antenna Nets: 0
  – Drt pass-1 iters: 4
  – Iter 0 DRT Violations: 123
  – N_diodes: 0
  – Vias/cell: 4.304
  – Top sig layer: met4
  – DR vias: 3,611
  – DR WL/cell: 16.64 um
  – M1 wire length: 6188 um
  – Met2 wire len: 6694 um
  – DR WL met3: 763 um
  – Residual DRC: 0

Floorplan
  – Initial Util: 31.13%
  – Std cell rows: 42
  – Num ports: 68
  – Core Area: 13,400 um2
  – Die Wd: 119.9 um
  – Die Size: 14,380 um2
  – Die Height: 119.9 um

STA
  – Period utilization: 242.5%
  – Min Tclk post-route: 2910 ps
  – RSZ-0062 raised after global routing: true
  – Max Fclk: 343.6 MHz
  – Setup slack after layout: -1710 ps
  – Hold WS: 250.9 ps
  – Worst slew margin: 66.20%
  – Worst Max-Slew Pin Slew: 503.4 ps
  – Final setup fails: 32
  – Max Transition Viols Final: 0
  – Worst Skew: 0 ps
  – Final Hold Fails: 0

Worst hold path
  – Hold depth: 1
  – Worst hold endpoint: done
  – Worst hold start: start
  – Hold WC Path Type: in2reg

Layout
  – Filler cells: 894
  – Final instance area: 8677 um2
  – Area grow syn2layout: 108.0%
  – Final Util: 64.75%
  – Share of cells above drive strength 1: 61.09%

Setup path
  – Crit path max-delay cell type: xnor3_4
  – R2R depth: 2
  – CP Data Required Time: 1360 ps
  – Cell breakdown of the critical path: buf_8 > buf_6 > xnor3_4 > xnor2_4 > buf_6 > buf_6 > xnor2_4 > xnor3_2 > xor2_1 > xnor3_4 > xnor2_2 > mux2_4
  – Capturing point of the worst reg2reg path: crc_state[21]
  – Crit Path Category: in2reg
  – CP arrival: 3070 ps
  – Crit start category: input port
  – R2r startpoint: crc_state[21]
  – CP peak stage delay: 560 ps
  – Register-to-register setup slack: 250 ps
  – Critical Path Most Common Cell: buf_6
  – Critical Path Fanout Max: 3
  – CP Capture Type: register

Run status
  – Status: finished, violations left
  – Failing checks: setup timing

Run
  – Max Cap Viol: 0
  – Tool Warnings: 28
synthesized netlist by cell type, types with 4 or more instances:
library cell,count
xnor2_1,141
xor2_1,52
dfrtp_1,33
inv_1,32
a21oi_1,30
nor2_1,30
xnor3_1,16
xnor3_4,7
xnor2_2,6
clkbuf_1,5
xnor3_2,5
clkbuf_8,4
sequential cells by signal (all words and copies together), names as in the netlist:
name       count
crc_state     32
done           1
placed cells by master (no fill, tap or decap), drive strengths merged:
master and n:
nor2 30, a21oi 30, xnor2 150, dlygate4sd2 36, dfrtp 33, nand2 1
xnor3 28, dlymetal6s2s 6, clkbuf 7, xor3 9, clkinv 2, o21ai 1
clkdlybuf4s15 2, xor2 53, clkdlybuf4s50 9, inv 32, buf 232, mux2 1
clkinvlp 1
metrics by stage:
step | instances | setup TNS (ps) | worst slack [ps]
2_1_floorplan | 385 | -45500 | -1749
3_3_place_gp | 739 | -67940 | -2435
3_5_place_dp | 739 | -68340 | -2463
4_1_cts | 818 | -48580 | -1834
5_1_grt | 839 | -47690 | -1773
6_report | 839 | -45830 | -1710
per-layer routing:
layer	track usage, %	up-vias
met4	1.797	0
met1	28.07	1746
met2	30.14	114
met3	2.184	21
li1	-	1730
met5	0	-
layout make-up:
type / count / area [um2] / share of cell area [%]
Multi-Input combinational cell: 303 / 4677 / 53.90
Sequential cell: 33 / 825.8 / 9.517
Clock buffer: 5 / 125.1 / 1.442
Tap cell: 176 / 220.2 / 2.538
Inverter: 32 / 120.1 / 1.384
Timing Repair Buffer: 287 / 2691 / 31.02
Clock inverter: 3 / 17.52 / 0.2019
critical path: cells and delay by family:
family / cells / cell delay [ps]
buffers and inverters: 4 / 430
xor gates and xnor gates: 7 / 2140
muxes: 1 / 260
worst max-delay path by stage:
stage     slack, ps             to  cells past startpoint  startpoint
5_1_grt       -1770  crc_state[21]                     12  data_in[9]
4_1_cts       -1830  crc_state[20]                     12  data_in[9]
6_report      -1710  crc_state[21]                     12  data_in[9]
repair_timing:
item,4_1_cts,5_1_grt
buffers inserted,77,37
setup endpoints to repair,65,33
resized,218,113
pin swaps,97,108
kinds of logic (layout without fill, tap and decap cells):
| logic type | after synthesis | in the layout | share of synthesized area, % |
|---|---|---|---|
| compound gates | 31 | 31 | 3.719 |
| buf+inv | 49 | 327 | 6.538 |
| flops | 33 | 33 | 19.80 |
| simple gates | 31 | 31 | 2.789 |
| mux | 1 | 1 | 0.2699 |
| xor+xnor | 240 | 240 | 66.89 |
